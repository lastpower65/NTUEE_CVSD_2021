==> /design/flow/design.v <==
module alu (
    input               i_clk,
    input               i_rst_n,
    input               i_valid,
    input signed [11:0] i_data_a,
    input signed [11:0] i_data_b,
    input        [2:0]  i_inst,
    output              o_valid,
    output       [11:0] o_data,
    output              o_overflow
);
reg  [11:0] o_data_w, o_data_r;
reg         o_valid_w, o_valid_r;
reg         o_overflow_w, o_overflow_r;
wire signed  [23:0]result[0:7];
wire signed  [11:0]result2;
reg [2:0]last_inst_w,last_inst_r;
reg mac_overflow_w,mac_overflow_r;
wire [11:0]abs_i_data_a,abs_i_data_b;
wire signed  [23:0] invert_result2;
assign o_valid = o_valid_r;
assign o_data = o_data_r;
assign o_overflow = o_overflow_r;
assign result[0] = i_data_a + i_data_b;
assign result[1] = i_data_a - i_data_b;
assign result[2] = i_data_a*i_data_b;
assign result2 = (result[2][4])?result[2][16:5]+1:result[2][16:5];   
assign invert_result2 = ~result[2]+1;  
assign result[3] =o_data_r + result2;
assign result[4] = (i_data_a~^i_data_b);
assign result[5] = (!i_data_a[11])?i_data_a:0;
assign result[6] = i_data_a + i_data_b;
assign abs_i_data_a = (~i_data_a[11])?i_data_a:-i_data_a;
assign abs_i_data_b = (~i_data_b[11])?i_data_b:-i_data_b;
always@(*) begin   
    o_overflow_w = 1'b0;
    o_valid_w = o_valid_r;
    last_inst_w = i_inst;
    mac_overflow_w = 1'b0;
    if(i_valid)begin
        o_data_w = 0;
        o_valid_w = 1'b1;
        case (i_inst)
            3'b000:begin 
                if((result[0][11]^i_data_a[11]) & (result[0][11]^i_data_b[11]))begin 
                    o_overflow_w = 1;
                end
                else begin
                    o_data_w = result[0][11:0];
                    o_overflow_w = 0;
                end
            end 
            3'b001:begin 
                if((result[1][11]^i_data_a[11]) & (result[1][11]^(!i_data_b[11])))begin 
                    o_overflow_w = 1;
                end
                else begin
                    o_data_w = result[1][11:0];
                    o_overflow_w = 0;
                end
            end
            3'b010:begin 
                if (result[2][23:5] > 2047 & !i_data_a[11] &!i_data_b[11]) begin     
                    o_overflow_w = 1; 
                end
                else if (result[2][23:5] > 2047 & i_data_a[11] &i_data_b[11])begin  
                    o_overflow_w = 1; 
                end
                else if (invert_result2[23:5] > 2048 & i_data_a[11] & !i_data_b[11])begin 
                    o_overflow_w = 1;
                end
                else if (invert_result2[23:5] > 2048 & !i_data_a[11] & i_data_b[11])begin 
                    o_overflow_w = 1;
                end
                else begin
                    o_data_w = result2;
                end
            end
            3'b011:begin  
                mac_overflow_w = mac_overflow_r;
                if(mac_overflow_r)begin              
                    o_overflow_w = 1'b1;
                    mac_overflow_w = 1'b1;
                end
                else if(last_inst_r == 3'b011)begin  
                    if (result[2][23:5] > 2047 & !i_data_a[11] &!i_data_b[11]) begin     
                        o_overflow_w = 1; 
                        mac_overflow_w = 1;
                    end
                    else if (result[2][23:5] > 2047 & i_data_a[11] &i_data_b[11])begin  
                        o_overflow_w = 1; 
                        mac_overflow_w = 1;
                    end
                    else if (invert_result2[23:5] > 2048 & i_data_a[11] &!i_data_b[11])begin 
                        o_overflow_w = 1;
                        mac_overflow_w = 1;
                    end
                    else if (invert_result2[23:5] > 2048 & !i_data_a[11] &i_data_b[11])begin 
                        o_overflow_w = 1;
                        mac_overflow_w = 1;
                    end
                    else if((result[3][11]^o_data_r[11]) & (result[3][11]^result[2][16]))begin
                        o_overflow_w = 1;
                        mac_overflow_w = 1;
                    end
                    else begin
                        o_data_w = result[3];
                    end
                end
                else begin                           
                    if (result[2][23:5] > 2047 & !i_data_a[11] &!i_data_b[11]) begin     
                        o_overflow_w = 1; 
                        mac_overflow_w = 1;
                    end
                    else if (result[2][23:5] > 2047 & i_data_a[11] &i_data_b[11])begin  
                        o_overflow_w = 1; 
                        mac_overflow_w = 1;
                    end
                    else if (invert_result2[23:5] > 2048 & i_data_a[11] &!i_data_b[11])begin 
                        o_overflow_w = 1;
                        mac_overflow_w = 1;
                    end
                    else if (invert_result2[23:5] > 2048 & !i_data_a[11] &i_data_b[11])begin 
                        o_overflow_w = 1;
                        mac_overflow_w = 1;
                    end
                    else begin
                        o_data_w = result2;
                    end
                end
            end
            3'b100:begin 
                o_data_w = result[4];
            end
            3'b101:begin 
                o_data_w = result[5];
            end
            3'b110:begin 
                o_data_w = result[6][12:1];
            end
            3'b111:begin 
                if(abs_i_data_a>=abs_i_data_b)begin
                    o_data_w = abs_i_data_a;      
                end
                else begin
                    o_data_w = abs_i_data_b;
                end
            end
            default: begin
            end
        endcase
    end
    else begin
        o_valid_w = 1'b0;
        o_data_w = o_data_r;
        o_overflow_w = o_overflow_r;
        mac_overflow_w = mac_overflow_r;
    end
end
always@(posedge i_clk or negedge i_rst_n) begin
    if(!i_rst_n) begin
        o_data_r <= 0;
        o_overflow_r <= 0;
        o_valid_r <= 0;
        last_inst_r <= 0;
        mac_overflow_r <= 0;
    end else begin
        o_data_r <= o_data_w;
        o_overflow_r <= o_overflow_w;
        o_valid_r <= o_valid_w;
        last_inst_r <= last_inst_w;
        mac_overflow_r <= mac_overflow_w ;
    end
end
endmodule
==> /design/flow/run.sh <==
#!/bin/bash
# OpenROAD 26Q1-2900-gdf79404cd8, Yosys 0.63+post, stock flow scripts
make -C /OpenROAD-flow-scripts/flow DESIGN_CONFIG=/design/flow/config.mk WORK_HOME=/design/flow/orfs finish
==> /design/flow/config.mk <==
export PLATFORM = sky130hd
export DESIGN_NAME = alu
export DESIGN_NICKNAME = alu
export VERILOG_FILES = /design/flow/design.v
export SDC_FILE = /design/flow/constraint.sdc
export NUM_CORES = 4
export LEC_CHECK = 1
export CORE_UTILIZATION = 50
==> /design/flow/constraint.sdc <==
current_design alu

set clk_period 4.9
set clk_io_pct 0.2

create_clock -name clk0 -period $clk_period [get_ports {i_clk}]

set non_clock_inputs [all_inputs -no_clocks]
set_input_delay [expr $clk_period * $clk_io_pct] -clock clk0 $non_clock_inputs
set_output_delay [expr $clk_period * $clk_io_pct] -clock clk0 [all_outputs]
==> Changelog: implementation <==
## Implementation

- Syn-to-layout area delta: 43.3%
- Critical path class: in -> reg
- First-pass GRT wire length: 54.5 mm
- Tool warnings: 41
- EDFF count, synth: 0
- # IOs: 44
- Ys async rst share: 100%
- Die H: 145 µm
- Count of cell types in the netlist: 78
- Cell taking the most area after synthesis: fa_1
- Drt first pass iters: 5
- Largest net degree at the start of global routing: 23
- Routed Antenna Nets: 0
- Cts bufs inserted: 3
- Initial antenna violation count: 0
- WL per Instance: 17.4 µm
- Placed cell areas: 0.0131 mm²
- Top-area cell share: 27.6%
- Yosys stat area: 0.0102 mm²
- Final Wtd Congestion: 0.979
- Critical path startpoint category: primary input
- Status: complete, but fails checks
- Vias/cell: 5.46
- CP Max Fanout: 5
- Iteration-0 DRC count of the detailed router: 434
- Max Fclk: 138 MHz
- Total core area: 0.0197 mm²
- Synthesis-stage register bit count: 18
- Total track usage: 34.5%
- Crit-path slowest cell: fa_1
- Vias in the first global route: 10,500
- CTS tree: built
- FP Util: 51.8%
- Clock buffer depth: 2
- Setup crit end: o_data_r[3]
- Dpl cells: 1,836
- CTS sink cnt: 18
- Residual DRC count: 0
- Signal arrival time at the worst endpoint: 7.38 ns
- Chip Area: 0.0210 mm²
- Most frequent cell on the critical path: buf_6
- Total wire length: 32.7 mm
- Vias: 10,300
- Seq/Total Area, Yosys: 4.41%
- Diode count: 0
- Grt ovf: 0
- Crit share post-route: 147%
- Clk slew on worst S/H paths: 0.05 ns
- Worst skew pair latency: 0.25 ns
- Post-Syn Instances: 1,304
- Share of layout cells above drive strength 1: 34.5%
- CTS H-tree lvls: 1
- Clock Skew: 0.00141 ns
- Final Hold Viols: 0
- Worst-Margin Slew: 0.866 ns
- Final Max Tran Viols: 0
- Worst slack, placed: -3.14 ns
- Die width: 145 µm
- Worst Path Required: 5.06 ns
- I/O Buffers: 43
- Setup ws final: -2.32 ns
- Clock root cell: clkbuf_16
- Hold Crit Class: reg -> reg
- Failing checks: setup timing
- Worst Reg2Reg Path Length in Cells: 14
- Min Tclk post-route: 7.22 ns
- RSZ-0062 raised after global routing: yes
- Ys flop type: dfrtp_1
- Relative slew slack: 42.1%
- R2r endpoint: o_data_r[10]
- Avg Cell Area, Syn: 7.83 µm²
- Synth warnings: 1
- Max Cap Viol: 0
- Post-DP HPWL: 26.6 mm
- Reg-to-reg setup timing slack: 2.11 ns
- Cell Area, Synth: 0.0102 mm²
- Reg-to-Reg Start: o_data_r[0]
- Setup violations, final: 14
- Worst setup path start: i_data_b[2]
- Row count: 51
- Ys cells: 1,304
- CP max stage delay: 0.58 ns
- Synth top cell by count: inv_1
- Critical Path End Type: flop
- Post-layout instance area: 0.0146 mm²
- Most frequent cells after synthesis: 219 x inv_1, 141 x fa_1, 134 x nand2_1
- Non-Filler Instances: 1,879
- Area contributors post-synth: fa_1 28%, ha_1 12%, inv_1 8.0%, nand2_1 4.9%, dfrtp_1 4.4%
[area by class of cell]
| cell class | count | area [µm²] |
|---|---|---|
| multi-input cells | 1002 | 9830 |
| fillers | 1406 | 5080 |
| repair buffers | 367 | 3100 |
| inverters | 223 | 840 |
| flip-flops and latches | 18 | 450 |
| well taps | 265 | 332 |
| clock buffers | 4 | 88.8 |
[per-layer routing]
metal  GRT usage (%)  part of all wire (%)  routed length [µm]
met1            50.4                    43               14200
met2            55.6                    47               15400
met3            6.60                   6.6                2150
met4            6.54                   2.9                 951
met5               0                     0                   0
[cells in the final DEF, fill, tap and decap left out, types with 8 or more instances in the layout]
cell type,n
buf_4,279
clkdlybuf4s50_1,19
fa_2,17
nand3_1,21
mux2i_1,8
a21oi_2,15
nand2_1,122
and2_1,42
a22oi_1,15
nor2b_1,10
ha_4,25
a31oi_1,16
inv_1,199
nand2_2,9
nand4_1,11
o21ai_1,9
nor3_1,17
xor2_1,13
xnor2_1,40
nor2_1,87
a21o_1,18
o211ai_1,17
ha_1,70
buf_6,39
o21ai_0,24
a221oi_1,8
a21oi_1,44
and2_4,9
nand2b_1,17
buf_12,9
fa_1,124
dfrtp_1,18
inv_2,21
[worst min path at each step]
stage	to	from	cells past startpoint
4_1_cts	o_data_r[2]	o_data_r[2]	2
6_report	o_data_r[0]	o_data_r[0]	2
5_1_grt	o_data_r[9]	o_data_r[9]	2
[repair_timing]
| action | in CTS | in global routing |
|---|---|---|
| gates cloned | 4 | 0 |
| hold buffers | 0 | 0 |
| resized | 255 | 86 |
| endpoints found under the setup margin | 14 | 14 |
| pin swaps | 132 | 38 |
| buffers inserted | 26 | 10 |
| endpoints found under the hold margin | 0 | 0 |
[state kept, by name, indices dropped and copies added (netlist names)]
signal          cells
o_data_r           12
last_inst_r         3
mac_overflow_r      1
o_overflow_r        1
o_valid_r           1
[worst max-delay path, delay by kind of cell]
family,cells,cell delay (ns)
compound gates,7,1.65
buf+inv,9,1.06
fa+ha+maj,6,2.57
simple gates,5,1.12
[cells by family (layout without fill, tap and decap cells)]
family,count (synthesis),after routing,share of synthesized area [%]
compound gates,264,264,18.2
xor+xnor,62,62,5.32
fa+ha+maj,243,243,40.1
buf+inv,284,594,10.5
flops,18,18,4.41
mux,10,10,1.00
simple gates,423,423,20.4
[per-stage QoR]
stage          hold WS, ns  util [%]  TNS [ns]
2_1_floorplan        0.493         -    -31.75
3_3_place_gp         0.535      66.7    -42.74
3_5_place_dp         0.548      66.7    -43.25
4_1_cts              0.587      72.4    -30.84
5_1_grt              0.643      74.2    -34.43
6_report             0.596      74.2    -31.19
